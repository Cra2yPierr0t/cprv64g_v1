==> flow/design.v <==
module cprv_ram_1p #(
    parameter ADDR_WIDTH    = 7,
    parameter DATA_WIDTH    = 64
)(
    input   logic                  clk,
    input   logic                  w_en,
    input   logic [ADDR_WIDTH-1:0] addr,
    input   logic [DATA_WIDTH-1:0] wdata,
    output  logic [DATA_WIDTH-1:0] rdata
);
    logic [DATA_WIDTH-1:0] mem [2**ADDR_WIDTH-1:0];
    always_ff @(posedge clk) begin
        if(w_en) begin
            mem[addr] <= wdata;
            rdata <= wdata;
        end else begin
            rdata <= mem[addr];
        end
    end
endmodule
module cprv_ram_1p_w #(
    parameter ADDR_WIDTH    = 7,
    parameter DATA_WIDTH    = 64
)(
    input   logic                  clk,
    input   logic                  valid_i,
    output  logic                  ready_o,
    input   logic                  w_en,
    input   logic [ADDR_WIDTH-1:0] addr,
    input   logic [DATA_WIDTH-1:0] wdata,
    output  logic                  valid_o,
    input   logic                  ready_i,
    output  logic [DATA_WIDTH-1:0] rdata
);
    logic cke = 0;
    logic valid_o_r = 0;
    logic valid_o_rin;
    cprv_ram_1p #(
        .ADDR_WIDTH (ADDR_WIDTH),
        .DATA_WIDTH (DATA_WIDTH)
    ) ram (
        .clk    (clk    ),
        .w_en   (w_en   ),
        .addr   (addr   ),
        .wdata  (wdata  ),
        .rdata  (rdata  )
    );
    always_comb begin
        if(cke) begin
            valid_o_rin = valid_i; 
        end else begin
            valid_o_rin = valid_o_r;
        end
        valid_o = valid_o_r;
    end
    always_ff @(posedge clk) begin
        valid_o_r <= valid_o_rin;
    end
    always_comb begin
        cke     = ~valid_o | ready_i;
        ready_o = cke;
    end
endmodule
==> flow/run.sh <==
#!/bin/bash
# OpenROAD 26Q1-2900-gdf79404cd8, Yosys 0.63+post, stock flow scripts
make -C /OpenROAD-flow-scripts/flow DESIGN_CONFIG=/design/flow/config.mk WORK_HOME=/design/flow/orfs finish
==> flow/config.mk <==
export PLATFORM = sky130hd
export DESIGN_NAME = cprv_ram_1p_w
export DESIGN_NICKNAME = cprv_ram_1p_w
export VERILOG_FILES = /design/flow/design.v
export SDC_FILE = /design/flow/constraint.sdc
export NUM_CORES = 4
export LEC_CHECK = 1
export CORE_UTILIZATION = 50
export SYNTH_MEMORY_MAX_BITS = 65536
==> flow/constraint.sdc <==
current_design cprv_ram_1p_w

set clk_period 303.9
set clk_io_pct 0.2

create_clock -name clk0 -period $clk_period [get_ports {clk}]

set non_clock_inputs [all_inputs -no_clocks]
set_input_delay [expr $clk_period * $clk_io_pct] -clock clk0 $non_clock_inputs
set_output_delay [expr $clk_period * $clk_io_pct] -clock clk0 [all_outputs]
==> flow_metrics.rpt <==
RUN METRICS
----------------------------------------------------
[Detailed routing]
  Post-DR wirelength/cell ........................ 38.0 um
  Total wire length after detailed routing ........................ 828 mm
  Detailed router's first-iteration violation count ........................ 9217
  Detailed-route via count ........................ 137000
  Pre-Repair DR Iteration Count ........................ 10
  Post-detailed-route DRC marker count ........................ 0
  Count of nets left with antenna violations after detail routing ........................ 0
  Via-to-Cell Ratio ........................ 6.29

[Pwr]
  Static leakage ........................ 0.108 uW
  IR Drop Worst-Case VDD ........................ 0.00627 mV
  Power density relative to cell area ........................ 6.62 nW/um^2
  Power Total ........................ 2330 uW

[Final timing]
  Final cycle utilization of the critical path ........................ 0.404
  Max Clock Skew ........................ 0 ns
  Clock period minus worst slack ........................ 122.67 ns
  Count of endpoints failing hold in the final timing report ........................ 0
  Final sum of negative setup slack ........................ 0 ns
  Headroom to the max-slew limit ........................ 0.329
  Setup-violating endpoint count in the final report ........................ 0
  Max Slew Vio Count ........................ 0
  Maximum frequency from static timing analysis ........................ 8.15 MHz
  Unrepaired setup endpoints after global routing ........................ no
  Worst Max-Slew Pin Slew ........................ 1.00 ns

[Setup path]
  Crit path max fanout ........................ 2
  Required arrival time at the worst endpoint ........................ 243.12 ns
  Buffers & Inverters on Critical Path ........................ 2
  Family with the most delay on the worst path ........................ buffers and inverters
  Crit path cell chain ........................ clkdlybuf4s50_1 > nand2b_1 > clkdlybuf4s50_1
  Critical-path cell with the highest stage delay ........................ sky130_fd_sc_hd__clkdlybuf4s50_1
  Worst setup EP type ........................ output port
  Critical path launch point type ........................ input pin
  Largest stage delay on the critical path ........................ 0.49 ns
  Critical Path AT ........................ 61.89 ns
  Most frequent cell on the critical path ........................ sky130_fd_sc_hd__clkdlybuf4s50_1
  Kind of critical path ........................ input pin to output port

[Floorplan]
  Starting density of the core ........................ 0.502
  Std cell rows ........................ 289
  Die area ........................ 625000 sq um
  Overall die width ........................ 790 um
  Die height ........................ 790 um
  Number of top-level design ports ........................ 141
  Area of the core region ........................ 619000 sq um

[Synth]
  Number of warning messages in the yosys log ........................ 2
  Synthesized flop and latch total ........................ 8200
  Synth area leader ........................ sky130_fd_sc_hd__edfxtp_1
  Synth area leaders ........................ sky130_fd_sc_hd__edfxtp_1 (79%), sky130_fd_sc_hd__mux4_2 (19%), sky130_fd_sc_hd__clkbuf_1 (0.42%)
  Area figure in the yosys stat output ........................ 311000 sq um
  Gate Count Post-Synth ........................ 11700
  Count of instantiated cells in the yosys netlist ........................ 11700
  Library cells used by synthesis ........................ 16
  Summed instance area of the synthesized netlist ........................ 311000 sq um
  Portion of the post-synthesis area used by sequential elements ........................ 0.792
  Area share of the largest cell type after synthesis ........................ 0.792
  Mapped Avg Cell Area ........................ 26.5 sq um

[GRT]
  Global-route usage over all layers ........................ 0.307
  Vias in the first global route ........................ 157000
  Pin count of the biggest net entering global routing ........................ 103
  Number of antenna violations at the first check in global routing ........................ 50
  Total congestion overflow ........................ 0
  Wire length of the first global-routing pass ........................ 1160 mm

[Clock tree]
  CTS Root Cell ........................ sky130_fd_sc_hd__clkbuf_16
  Clock sinks ........................ 8200
  CTS clock-pin slew for the worst setup and hold paths ........................ 0.06 ns
  Clock latency at the later pin of the worst-skew pair ........................ 1.13 ns
  Quantity of gates resized following cts ........................ 0
  Total number of H-tree levels ........................ 6
  Clock buffer count from CTS ........................ 809
  Largest buffer count on any clock path ........................ 4
  Clock tree from TritonCTS ........................ done
  Number of buffers inserted by post-CTS setup repair ........................ 0
  Hold buffers post-CTS ........................ 0

[Place]
  Cell Area, Placed ........................ 326000 sq um
  Placer Congestion ........................ 0.848
  HPWL after detailed placement ........................ 470 mm
  Input/output buffers ........................ 140

[Cells and area]
  Proportion of layout cells with a drive suffix above 1 ........................ 0.348
  Filler cell count ........................ 42900
  Cell area after layout ........................ 351000 sq um
  Synth-to-layout area growth ........................ 13.1%

[Job]
  Tool warning count ........................ 29
  MaxCap Viol Count ........................ 0

[Status]
  Status ........................ finished clean

[Min path]
  Worst min path class ........................ flip-flop to flip-flop

----------------------------------------------------
==> logic make-up after synthesis <==
kind of cell | Yosys count | share of synthesized area
and+or+nand+nor | 171 | 0.00226
muxes | 2752 | 0.197
buffers and inverters | 618 | 0.00830
DFF | 8200 | 0.792
==> sequential cells by signal, indices dropped and copies added, names as in the netlist, named ones only <==
signal	flops
ram.mem	8192
valid_o_r	1
==> layer usage <==
layer  up-vias  wire length, um  track usage
met5         -             2800       0.0347
met4        73            31300       0.0900
met3      1565           195000        0.311
met2     12500           383000        0.415
met1     68700           216000        0.335
li1      54200                -            -
==> final cells by class <==
cell class | count | area [sq um] | area share
clock inverters | 494 | 4450 | 0.0127
diodes | 128 | 320 | 0.000911
flip-flops and latches | 8200 | 246000 | 0.700
multi-input cells | 2923 | 62900 | 0.179
clock buffers | 981 | 21100 | 0.0600
well taps | 8293 | 10400 | 0.0295
repair buffers | 761 | 6170 | 0.0175
==> through the flow <==
stage               hold slack (ns)  setup slack (ns)  cells   util
finish                        0.633            181.23  21800  0.568
global route                  0.691            181.17  21800  0.568
CTS                           0.661            181.18  21700  0.567
detailed placement            0.640            181.20  20200  0.526
global placement              0.704            181.13  20200  0.526
floorplan                     0.521            182.22  11700      -
==> final timing paths <==
| check | startpoint | endpoint | slack (ns) | cells past startpoint |
|---|---|---|---|---|
| setup / recovery | ready_i | ready_o | 181.23 | 3 |
| setup reg to reg | valid_o_r | valid_o_r | 303.09 | 1 |
| hold reg to reg | valid_o_r | valid_o_r | 0.63 | 1 |
| hold / removal | valid_o_r | valid_o_r | 0.63 | 1 |
==> power by group <==
part / internal (uW) / switching [uW] / leakage (uW)
Clock: 546 / 418 / 0.0124
Combinational: 46.0 / 65.1 / 0.0214
Sequential: 1250 / 1.80 / 0.0737
==> layout by cell type (no fill, tap or decap), types with 13 or more instances in the layout <==
master and instances:
sky130_fd_sc_hd__edfxtp_1 8193, sky130_fd_sc_hd__mux4_2 2688, sky130_fd_sc_hd__clkbuf_16 818, sky130_fd_sc_hd__buf_4 664, sky130_fd_sc_hd__clkinv_1 230, sky130_fd_sc_hd__clkbuf_1 163
sky130_fd_sc_hd__clkinv_2 130, sky130_fd_sc_hd__diode_2 128, sky130_fd_sc_hd__nor2_4 119, sky130_fd_sc_hd__clkdlybuf4s50_1 76, sky130_fd_sc_hd__mux2_2 64, sky130_fd_sc_hd__bufinv_16 63
sky130_fd_sc_hd__buf_12 21, sky130_fd_sc_hd__clkinvlp_4 19, sky130_fd_sc_hd__nand2_1 14, sky130_fd_sc_hd__inv_6 13, sky130_fd_sc_hd__inv_16 13
==> synthesized netlist by cell type <==
cell type / n
sky130_fd_sc_hd__edfxtp_1: 8193
sky130_fd_sc_hd__mux4_2: 2688
sky130_fd_sc_hd__clkbuf_1: 351
sky130_fd_sc_hd__buf_2: 194
sky130_fd_sc_hd__nor2_1: 122
sky130_fd_sc_hd__buf_1: 71
sky130_fd_sc_hd__mux2_2: 64
sky130_fd_sc_hd__nand2_1: 14
sky130_fd_sc_hd__nand3_1: 12
sky130_fd_sc_hd__nor3_1: 9
sky130_fd_sc_hd__dfxtp_1: 7
sky130_fd_sc_hd__nor2b_1: 7
sky130_fd_sc_hd__nand2b_1: 3
sky130_fd_sc_hd__nand4_1: 3
sky130_fd_sc_hd__buf_6: 2
sky130_fd_sc_hd__or3_1: 1
Power is estimated from default activity; no workload was simulated.
