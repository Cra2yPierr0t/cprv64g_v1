==> flow/config.mk <==
export PLATFORM = sky130hd
export DESIGN_NAME = cprv_ram_2p
export DESIGN_NICKNAME = cprv_ram_2p
export VERILOG_FILES = /design/flow/design.v
export SDC_FILE = /design/flow/constraint.sdc
export NUM_CORES = 4
export LEC_CHECK = 1
export CORE_UTILIZATION = 50
export SYNTH_MEMORY_MAX_BITS = 65536
==> flow/constraint.sdc <==
current_design cprv_ram_2p

set clk_period 192.9
set clk_io_pct 0.2

create_clock -name clk0 -period $clk_period [get_ports {clk}]

set non_clock_inputs [all_inputs -no_clocks]
set_input_delay [expr $clk_period * $clk_io_pct] -clock clk0 $non_clock_inputs
set_output_delay [expr $clk_period * $clk_io_pct] -clock clk0 [all_outputs]
==> flow/design.v <==
module cprv_ram_2p #(
    parameter ADDR_WIDTH    = 7,
    parameter DATA_WIDTH    = 64,
)(
    input   logic                  clk,
    input   logic                  w_en1, w_en2,
    input   logic [ADDR_WIDTH-1:0] addr1, addr2,
    input   logic [DATA_WIDTH-1:0] wdata1, wdata2,
    output  logic [DATA_WIDTH-1:0] rdata1, rdata2 
);
    logic [DATA_WIDTH-1:0] mem [2**ADDR_WIDTH-1:0];
    always @(posedge clk) begin
        if(w_en1) begin
            mem[addr1] <= wdata1;
            rdata1 <= wdata1;
        end else begin
            rdata1 <= mem[addr1];
        end
    end
    always @(posedge clk) begin
        if(w_en2) begin
            mem[addr2] <= wdata2;
            rdata2 <= wdata2;
        end else begin
            rdata2 <= mem[addr2];
        end
    end
endmodule
==> flow/run.sh <==
#!/bin/bash
# OpenROAD 26Q1-2900-gdf79404cd8, Yosys 0.63+post, stock flow scripts
make -C /OpenROAD-flow-scripts/flow DESIGN_CONFIG=/design/flow/config.mk WORK_HOME=/design/flow/orfs finish
==> impl_results.rst <==
Run summary
-----------

.. list-table::
   :header-rows: 1

   * - Metric
     - Value
   * - Result of the run
     - did not finish
   * - Step where the flow halted
     - global routing (5_1_grt)
   * - Error that stopped the run
     - [ERROR GRT-0116] Global routing finished with congestion. Check the congestion regions in the DRC Viewer.
   * - Port-buffer cells
     - 272
   * - Global-route wire length before repair
     - 4690000 um
   * - Rows
     - 360
   * - Most used flip-flop cell
     - edfxtp_1
   * - Distinct cell type count of the synthesized netlist
     - ~83
   * - Yosys warnings
     - 1
   * - Weighted congestion at the end of routability-driven global placement
     - approximately 1.2
   * - Proportion of register bits with asynchronous set or reset after synthesis
     - 0%
   * - Y dimension of the die
     - 984 um
   * - Post-CTS setup buffer count
     - 0
   * - Hold bufs inserted after CTS
     - 0
   * - Mapped cell area
     - about 0.48 mm^2
   * - Synth Seq Share
     - 51.5%
   * - Floorplan core density
     - 50.2%
   * - Chip width
     - around 980 um
   * - Register bit count reported by yosys
     - between 8000 and 9000
   * - Global-route total usage across every layer
     - 80.5%
   * - Total clock sinks
     - 8320
   * - Total CTS buffers
     - ~940
   * - Number of cells in Yosys stat
     - around 39000
   * - Root Driver
     - clkbuf_16
   * - Cells after synthesis
     - just under 40000
   * - PostCTS Resize Cnt
     - 0
   * - IO Count
     - approximately 270
   * - Number of buffers on the longest clock path
     - 5
   * - Max H-tree Level
     - 6
   * - Mean post-synth cell area
     - between 10 and 15 um^2
   * - YS chip area
     - between 0.4 and 0.5 mm^2
   * - Flip-flops with a built-in enable
     - between 8000 and 9000
   * - Congestion Overflow GR
     - 20
   * - Largest net degree at the start of global routing
     - around 110
   * - Detail Placement HPWL
     - approximately 2400000 um
   * - Via count of the first global-routing pass
     - between 400k and 500k
[cell usage after synthesis (158+ instances only)]
cell type	n	area [um^2]
nand2_1	3521	13200
a211oi_1	178	1340
o221ai_1	283	2480
o21ai_0	3359	16800
clkbuf_1	3459	13000
a22oi_1	833	6250
a221o_1	404	4040
buf_2	1027	5140
o22ai_1	339	2120
a21oi_1	1322	6620
a31oi_1	158	988
nor2_1	1133	4250
buf_1	428	1610
a222oi_1	171	1710
buf_4	343	2570
nand3_1	192	961
a22o_1	184	1610
mux4_2	954	21500
mux2i_1	1710	17100
edfxtp_1	8192	246000
o211ai_1	184	1380
mux2_2	7117	80100
a221oi_1	2013	17600
[routing by layer]
metal,global-route usage (%),overflow
met1,78.2,2
met2,88.2,4
met3,79.3,8
met4,73.2,6
met5,67.2,0
[metrics by stage]
step	std cells	total power, uW	worst slack [ns]	instance area [um^2]
2_1_floorplan	39100	2360	147.54	483000
3_3_place_gp	50000	2680	147.32	506000
3_5_place_dp	50000	2670	147.40	506000
4_1_cts	51800	4490	148.62	537000
[kinds of logic after synthesis]
kind of cell	share of synthesized area [%]
compound gates	14.7
simple gates	4.48
flops	51.5
mux	24.6
buf+inv	4.75
Power and IR drop assume default switching activity.
